## flow/design.v

```verilog
module AXI (
  input  wire ACLK,
  input  wire ARESETn,
  output wire [3:0]   AWID,
  output wire [31:0]  AWADDR,
  output wire [7:0]   AWLEN,
  output wire [2:0]   AWSIZE,
  output wire [1:0]   AWBURST,
  output wire         AWLOCK,
  output wire [3:0]   AWCACHE,
  output wire [2:0]   AWPORT,
  output wire         AWVALID,
  input  wire         AWREADY,
  output wire [31:0]  WDATA,
  output wire [3:0]   WSTRB,
  output wire         WLAST,
  input  wire         WREADY,
  output wire         WVALID,
  input  wire [3:0]   BID,
  input  wire [1:0]   BRESP,
  input  wire         BVALID,
  output wire         BREADY,
  output wire [3:0]   ARID,
  output wire [31:0]  ARADDR,
  output wire [7:0]   ARLEN,
  output wire [2:0]   ARSIZE,
  output wire [1:0]   ARBURST,
  output wire         ARLOCK,
  output wire [3:0]   ARCACHE,
  output wire [2:0]   ARPROT,
  output wire         ARVALID,
  input  wire         ARREADY,
  input  wire [3:0]   RID,
  input  wire [31:0]  RDATA,
  input  wire [1:0]   RRESP,
  input  wire         RLAST,
  input  wire         RVALID,
  output wire         RREADY,
  input wire rd_req,
  input wire [8:0] rd_len,
  input wire [19:0] rd_addr,
  output wire rd_last,
  output wire rd_data_en,
  output wire [31:0] rd_data,
  input wire wr_req,
  input wire [8:0] wr_len,
  input wire [19:0] wr_addr,
  input wire [31:0] wr_data,
  output wire wr_last,
  output wire wr_data_en
);
    reg  [4:0]  temp_reg ;
    wire [25:0]  sram_addr;
    reg     [2:0]       cstate_rd;
    reg     [2:0]       nstate_rd;
    reg     [2:0]       cstate_wr;
    reg     [2:0]       nstate_wr;
    always @(posedge ACLK or negedge ARESETn) begin
      if(!ARESETn) begin
        cstate_rd <= 3'b000;
        cstate_wr <= 3'b000;
      end
      else  begin
        cstate_rd <= nstate_rd;
        cstate_wr <= nstate_wr;
      end
    end
    always @(*) begin
      case (cstate_rd)
        3'b000: begin
          if (rd_req)
            nstate_rd = 3'b010;
          else
            nstate_rd = 3'b000;
          end
        3'b001: begin
          if (ARVALID & ARREADY)
            nstate_rd = 3'b010;
          else
            nstate_rd = 3'b001;
        end
        3'b010: begin
          if (RLAST)
            nstate_rd = 3'b000;
          else
            nstate_rd = 3'b010;
        end
      endcase
    end
    always @(*) begin            
      case (cstate_wr)
        3'b000: begin
          if (wr_req)
            nstate_wr = 3'b011;
          else
            nstate_wr = 3'b000;
        end
        3'b011: begin
          if (AWVALID & AWREADY)
            nstate_wr = 3'b100;
          else
            nstate_wr = 3'b011;
        end
        3'b100: begin
          if (WLAST)
            nstate_wr = 3'b101;
          else
            nstate_wr = 3'b100;
        end
        3'b101: begin
          if(BVALID & BREADY)
            nstate_wr = 3'b000;
          else
            nstate_wr = 3'b101;
        end
      endcase
    end
  assign ARVALID = (cstate_rd == 3'b001);
  assign ARID = 4'b0000;
  assign ARADDR = {12'b0, rd_addr};
  assign ARLEN = rd_len[7:0];
  assign ARSIZE = 3'b101;  
  assign ARBURST = 2'b01;  
  assign ARLOCK = 1'b0;
  assign ARCACHE = 4'b0000;
  assign ARPROT = 3'b000;
  assign RREADY = (cstate_rd == 3'b010);
  assign AWVALID = (cstate_wr == 3'b011);
  assign AWID = 4'b0000;
  assign AWADDR = {12'b0, wr_addr};
  assign AWLEN = wr_len[7:0];
  assign AWSIZE = 3'b101;  
  assign AWBURST = 2'b01;  
  assign AWLOCK = 1'b0;
  assign AWCACHE = 4'b0000;
  assign AWPORT = 3'b000;
  reg [7:0] cnt_wr;
  always @(posedge ACLK or negedge ARESETn) begin
    if(!ARESETn)
      cnt_wr <= 8'b0;
    else if (WVALID & WREADY)
      cnt_wr <= cnt_wr - 1;
    else if (AWVALID & AWREADY)
      cnt_wr <= AWLEN + 1;
  end
  assign WDATA = wr_data;
  assign WSTRB = 4'b1111;
  assign WLAST = (cnt_wr == 1) & WVALID & WREADY;
  assign WVALID = (cstate_wr == 3'b100);
  assign BREADY = (cstate_wr == 3'b101);
  assign rd_last = RLAST;
  assign rd_data_en = RVALID & RREADY;
  assign rd_data = RDATA;
  assign wr_last = WLAST;
  assign wr_data_en = WVALID & WREADY;
endmodule
```

## flow/run.sh

```bash
#!/bin/bash
# OpenROAD 26Q1-2900-gdf79404cd8, Yosys 0.63+post, stock flow scripts
make -C /OpenROAD-flow-scripts/flow DESIGN_CONFIG=/design/flow/config.mk WORK_HOME=/design/flow/orfs finish
```

## flow/config.mk

```make
export PLATFORM = sky130hd
export DESIGN_NAME = AXI
export DESIGN_NICKNAME = AXI
export VERILOG_FILES = /design/flow/design.v
export SDC_FILE = /design/flow/constraint.sdc
export NUM_CORES = 4
export LEC_CHECK = 1
export CORE_AREA = 10 10 136 136
export DIE_AREA = 0 0 146 146
```

## flow/constraint.sdc

```tcl
current_design AXI

set clk_period 3.4
set clk_io_pct 0.2

create_clock -name clk0 -period $clk_period [get_ports {ACLK}]

set non_clock_inputs [all_inputs -no_clocks]
set_input_delay [expr $clk_period * $clk_io_pct] -clock clk0 $non_clock_inputs
set_output_delay [expr $clk_period * $clk_io_pct] -clock clk0 [all_outputs]
```

==> results_dict.tcl <==
# place-and-route summary
set metrics [dict create \
    required_ns 2.72 \
    ys_cells 288 \
    cts_max_path_buffers 2 \
    unclocked_regs 5 \
    cp_common_cell "clkdlybuf4s50_1" \
    htree_levels 1 \
    cts-root-buf "clkbuf_16" \
    p_sw_share_pct 26.7 \
    skew_ns 0.000996 \
    drc 0 \
    antenna_found_initial 0 \
    cap_violations 0 \
    die_area_sq_um 21300 \
    ant_nets 0 \
    clock_latency_ns 0.24 \
    crit_path_end_kind "output port" \
    switchingPower_mw 0.144 \
    finalMaxSlewViolations 0 \
    drtIter0Drc 28 \
    viasPerCell 2.91 \
    ys_chip_area_sq_um 2380 \
    row_count 46 \
    firstDrtPassIters 4 \
    io_pins 336 \
    crit_fanout 10 \
    yosysMostFrequentCell "buf_4" \
    numCtsBuffers 3 \
    ys_warn_count 1 \
    cts_resized 0 \
    core_sq_um 15700 \
    dp.final_hpwl_um 4770 \
    cts_setup_buffers 0 \
    finalInstanceArea_sq_um 1910 \
    peakVddDrop_v 0.000148 \
    cts_tree "yes" \
    p_int_mw 0.397 \
    fin_cells 417 \
    wl_per_cell_um 13.4 \
    hold_violations 0 \
    worstPathArrival_ns 2.31 \
    combPwrFrac_pct 20.7 \
    untimed_endpoints 10 \
    ys_async_sr_fraction_pct 72.2 \
    edf_count 0 \
    crit_chain "clkdlybuf4s50_1, nand4bb_4, clkinv_2, and4_1, clkdlybuf4s50_1" \
    initCoreUtil_pct 15.1 \
    areaGrowthSynthToFinish_pct -19.8 \
    finalCritPeriodShare_pct 87.9 \
    timing_worst_setup_path_type "input port to output port" \
    max_freq_mhz 335 \
    fin_tns_setup_ns 0 \
    die_w_um 146 \
    start_kind "input port" \
    numSynthFlops 18 \
    worstHoldStart "cnt_wr[7]$_DFFE_PN0P_" \
    die.size.y_um 146 \
    vias 1215 \
    outcome "complete, no violations" \
    crit_slowest_cell "clkdlybuf4s50_1" \
    io_buffers 35 \
    clkTransAtPathRegs_ns 0.05 \
    min_period_ns 2.99 \
    hp-class "register to register" \
    p_leak_nw 0.810 \
    r2r_start "cstate_wr[1]$_DFF_PN0_" \
    pwr-share-clk_pct 42.0 \
    grt.overflow.total 0 \
    grt_max_degree 14 \
    finalWirelength_um 5600 \
    place.gp.congestion 0.806 \
    synth_area_leader_cell "buf_4" \
    max_stage_delay_ns 0.56 \
    ctsHoldBuffers 0 \
    ff_type "dfrtp_1" \
    avgSynthCellArea_sq_um 8.26 \
    rsz0062_at_grt "false" \
    warning_count 42 \
    common_cells "184 x buf_4, 13 x dfrtp_1, 7 x inv_1, 7 x nand2_1, 7 x o21ai_0" \
    netlist.area_leader.share_pct 58.1 \
    powerDensity_nw_per_um2 284 \
    synth_cell_types 39 \
    tightest_slew_ns 0.678 \
    netlist_area_sq_um 2380 \
    dpl.cell_count 413 \
    cp-startpoint "WREADY" \
    finalSetupViolCount 0 \
    grt_use_total_pct 4.69 \
    top_cells_by_area "buf_4 58%, dfrtp_1 14%, dlxtn_1 3.2%, ha_1 3.2%, xnor2_1 1.8%" \
    synth_cells 288 \
    place_area_sq_um 1830 \
    antenna_cells 0 \
    grt_first_pass_wirelength_um 7810 \
    layout-drive-gt1-share_pct 3.48 \
    total_power_mw 0.542 \
    relSlewSlack_pct 54.7 \
    grt_pass1_vias 1338 \
    p_seq_share_pct 37.4 \
]
[metrics by stage]
| stage | hold WS [ns] | utilization, % | setup slack (ns) |
|---|---|---|---|
| 4_1_cts | 0.553 | 12.1 | 0.374 |
| 6_report | 0.546 | 12.1 | 0.411 |
| 5_1_grt | 0.565 | 12.1 | 0.336 |
| 3_5_place_dp | 0.542 | 11.6 | 0.378 |
| 2_1_floorplan | 0.384 | - | 1.52 |
| 3_3_place_gp | 0.535 | 11.6 | 0.390 |
[logic make-up after synthesis]
family          after synthesis  share of synthesized area, %
compound gates               23                          6.42
other cells                   2                         0.316
latches                       5                          3.16
xor+xnor                      7                          2.58
buf+inv                     194                          60.0
mux                           1                         0.421
flops                        13                          13.7
simple gates                 37                          10.3
fa+ha+maj                     6                          3.16
[flip-flops by register name (all words and copies together) (netlist names)]
name	flops
nstate_wr	3
cnt_wr	8
nstate_rd	2
cstate_wr	3
cstate_rd	2
[power groups by stage]
stage	clock, mW	combinational, mW	sequential, mW
global route	0.244	0.132	0.207
finish	0.227	0.112	0.202
CTS	0.231	0.118	0.202
[worst paths after layout]
| kind | end | slack (ns) | cells past startpoint |
|---|---|---|---|
| worst max register to register | cnt_wr[7]$_DFFE_PN0P_ | 1.75 | 4 |
| worst max-delay path | wr_last | 0.41 | 5 |
| worst min-delay path | cnt_wr[7]$_DFFE_PN0P_ | 0.55 | 2 |
| max in group asynchronous | cstate_wr[1]$_DFF_PN0_ | 2.12 | 1 |
| worst min register to register | cnt_wr[7]$_DFFE_PN0P_ | 0.55 | 2 |
| min in group asynchronous | cstate_rd[0]$_DFF_PN0_ | 0.85 | 1 |
[area by class of cell]
cell class	count	area, sq um
multi-input combinational	136	776
fill	1784	13800
sequential	18	400
tap	216	270
timing repair buffer	35	350
inverter	8	31.3
clock buffer	4	78.8
[layout by cell type (no fill, tap or decap), types with 2 or more instances in the layout]
cell	netlist	layout
clkdlybuf4s50_1	0	35
nor2_1	3	3
inv_1	7	7
conb_1	2	62
xnor2_1	5	5
nand2_1	7	7
nor3b_1	2	2
o21ai_0	7	7
clkbuf_16	0	3
and3_1	5	5
dfrtp_1	13	13
o311ai_0	2	2
nor3_1	2	2
xor2_1	2	2
o211ai_1	3	3
nand3_1	6	6
a21oi_1	4	4
dlxtn_1	5	5
and4b_1	2	2
ha_1	6	6
a211o_1	2	2
[critical path: cells and delay by family]
kind                   cells  cell delay (ns)
AND/OR/NAND/NOR            2             0.42
buffers and inverters      3             1.21
[routing by layer]
metal / GRT usage, % / up-vias / part of all wire, %
li1: - / 512 / -
met1: 4.75 / 493 / 34
met2: 6.17 / 148 / 40
met3: 3.44 / 62 / 16
met4: 4.25 / 0 / 10
met5: 0 / - / 0
Power and IR drop assume default switching activity.
